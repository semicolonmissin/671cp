==> flow/design.v <==
module q_update_single_agent #(
    parameter signed [15:0] ALPHA = 16'h001A,    
    parameter signed [15:0] GAMMA = 16'h00F3     
)(
    input clk,
    input reset,
    input  [5:0] s,             
    input  [1:0] a,             
    input  [5:0] s_next,        
    input  signed [15:0] reward, 
    input  update_en,
    output signed [15:0] new_Q_value,
    output new_Q_valid
);
    reg signed [15:0] Q [0:63][0:3];
    reg [5:0] s_s1, s_next_s1;
    reg [1:0] a_s1;
    reg signed [15:0] reward_s1;
    reg update_en_s1;
    reg [5:0] s_s2;
    reg [1:0] a_s2;
    reg signed [15:0] oldQ_s2;
    reg signed [15:0] maxQnext_s2;
    reg signed [15:0] reward_s2;
    reg update_en_s2;
    reg [5:0] s_s3;
    reg [1:0] a_s3;
    reg signed [15:0] newQ_s3;
    reg update_en_s3;
    reg new_Q_valid_reg;
    reg [5:0] wb_s;
    reg [1:0] wb_a;
    reg signed [15:0] wb_newQ;
    reg wb_valid;
    integer st, ac;
    always @(posedge clk or posedge reset) begin
        if (reset) begin
            for (st = 0; st < 64; st = st + 1) begin
                for (ac = 0; ac < 4; ac = ac + 1) begin
                    Q[st][ac] <= 16'sh0000;
                end
            end
            s_s1 <= 0; a_s1 <= 0; s_next_s1 <= 0; reward_s1 <= 0; update_en_s1 <= 0;
            s_s2 <= 0; a_s2 <= 0; oldQ_s2 <= 0; maxQnext_s2 <= 0; reward_s2 <= 0; update_en_s2 <= 0;
            s_s3 <= 0; a_s3 <= 0; newQ_s3 <= 0; update_en_s3 <= 0;
            new_Q_valid_reg <= 0;
            wb_s <= 0; wb_a <= 0; wb_newQ <= 0; wb_valid <= 0;
        end
        else begin
            s_s1         <= s;
            a_s1         <= a;
            s_next_s1    <= s_next;
            reward_s1    <= reward;
            update_en_s1 <= update_en;
            s_s2         <= s_s1;
            a_s2         <= a_s1;
            reward_s2    <= reward_s1;
            update_en_s2 <= update_en_s1;
            oldQ_s2 <= (wb_valid && wb_s == s_s1 && wb_a == a_s1) ? 
                       wb_newQ : Q[s_s1][a_s1];
            maxQnext_s2 <= compute_max_q(s_next_s1);
            s_s3         <= s_s2;
            a_s3         <= a_s2;
            update_en_s3 <= update_en_s2;
            newQ_s3      <= compute_new_q(oldQ_s2, maxQnext_s2, reward_s2);
            new_Q_valid_reg <= update_en_s2;
            if (update_en_s3) begin
                Q[s_s3][a_s3] <= newQ_s3;
            end
            wb_s     <= s_s3;
            wb_a     <= a_s3;
            wb_newQ  <= newQ_s3;
            wb_valid <= update_en_s3;
        end
    end
    assign new_Q_value = newQ_s3;
    assign new_Q_valid = new_Q_valid_reg;
    function signed [15:0] compute_max_q;
        input [5:0] st;
        reg signed [15:0] q0, q1, q2, q3, m;
        begin
            q0 = (wb_valid && wb_s == st && wb_a == 2'd0) ? wb_newQ : Q[st][0];
            q1 = (wb_valid && wb_s == st && wb_a == 2'd1) ? wb_newQ : Q[st][1];
            q2 = (wb_valid && wb_s == st && wb_a == 2'd2) ? wb_newQ : Q[st][2];
            q3 = (wb_valid && wb_s == st && wb_a == 2'd3) ? wb_newQ : Q[st][3];
            m = q0;
            if (q1 > m) m = q1;
            if (q2 > m) m = q2;
            if (q3 > m) m = q3;
            compute_max_q = m;
        end
    endfunction
    function signed [15:0] compute_new_q;
        input signed [15:0] oldQ;
        input signed [15:0] maxQnext;
        input signed [15:0] rew;
        reg signed [31:0] gamma_mul;
        reg signed [31:0] alpha_mul;
        reg signed [15:0] target;
        reg signed [15:0] td_error;
        begin
            gamma_mul = maxQnext * GAMMA;         
            target = rew + (gamma_mul >>> 8);     
            td_error = target - oldQ;             
            alpha_mul = td_error * ALPHA;         
            compute_new_q = oldQ + (alpha_mul >>> 8);  
        end
    endfunction
endmodule
==> flow/run.sh <==
#!/bin/bash
# OpenROAD 26Q1-2900-gdf79404cd8, Yosys 0.63+post, stock flow scripts
make -C /OpenROAD-flow-scripts/flow DESIGN_CONFIG=/design/flow/config.mk WORK_HOME=/design/flow/orfs finish
==> flow/config.mk <==
export PLATFORM = sky130hd
export DESIGN_NAME = q_update_single_agent
export DESIGN_NICKNAME = q_update_single_agent
export VERILOG_FILES = /design/flow/design.v
export SDC_FILE = /design/flow/constraint.sdc
export NUM_CORES = 4
export LEC_CHECK = 1
export CORE_UTILIZATION = 40
==> flow/constraint.sdc <==
current_design q_update_single_agent

set clk_period 23.2
set clk_io_pct 0.2

create_clock -name clk0 -period $clk_period [get_ports {clk}]

set non_clock_inputs [all_inputs -no_clocks]
set_input_delay [expr $clk_period * $clk_io_pct] -clock clk0 $non_clock_inputs
set_output_delay [expr $clk_period * $clk_io_pct] -clock clk0 [all_outputs]
==> results.yml <==
# yosys + openroad results
synth:
  yosysMostFrequentCell: "dfrtp_1"
  syn_avg_cell_area_um2: 11.83
  ys_seq_share_pct: 49.86
  yosysWarningCount: 2
  area_leaders: "dfrtp_1 (50%), mux2_2 (22%), a22oi_1 (14%), clkbuf_1 (2.1%), nand2_1 (2.0%)"
  synthesis.instances: 17966
  ff_type: "dfrtp_1"
  async_reset_ff_share_pct: 100.0
  edf_count: 0
  yosysTopAreaCell: "dfrtp_1"
  ys_ff: 4234
  common_cells: "dfrtp_1 (4234), mux2_2 (4113), a22oi_1 (3882), clkbuf_1 (1184), nand2_1 (1133)"
  synth.distinct_cells: 87
  mappedNetlistArea_mm2: 0.2125
  yosys_area_mm2: 0.2125
  ys_cells: 17966
  top_area_share_pct: 49.86
global_routing:
  gr-total-overflow: 31142
  grt_pass1_vias: 273051
  grt_max_degree: 176
  grt.total_usage_pct: 103.1
  grt_pass1_wl_um: 3466000
die:
  die_y_um: 730.9
  die_w_um: 730.9
  pin_count: 50
  fp_util_pct: 40.18
  placementRows: 267
clock_network:
  cts_buffer_depth: 4
  h-tree-depth: 5
  cts_setup_buffers: 0
  cts_root_buf: "clkbuf_16"
  ctsHoldBuffers: 0
  cts_sinks: 4234
  numCtsBuffers: 478
  postCtsResizedCells: 0
placed_design:
  port_buffers: 49
  routabilityCongestion: 1.492
  post-dp-hpwl_um: 1806000
  place_ws_ns: 10.29
run_status:
  tool.error: "[ERROR GRT-0116] Global routing finished with congestion. Check the congestion regions in the DRC Viewer."
  status: "did not finish"
  lastStage: "global routing (5_1_grt)"
[cells by family after synthesis]
logic type | synth area share [%]
AOI/OAI and AO/OA | 15.24
buffers and inverters | 3.384
and+or+nand+nor | 7.085
adders and majority gates | 1.824
xor gates and xnor gates | 0.3279
DFF | 49.86
muxes | 22.28
[through the flow]
| stage | cells | power, mW | area, um2 |
|---|---|---|---|
| after floorplan | 17966 | 28.00 | 212500 |
| after global placement | 25310 | 34.54 | 234200 |
| after detailed placement | 25310 | 33.53 | 234200 |
| after CTS | 26205 | 42.13 | 251500 |
[per-layer routing]
metal	GRT overflow	track usage [%]
met1	5944	101.6
met2	14640	109.5
met3	5098	100.1
met4	4908	98.66
met5	552	94.62
No activity file was given, so power comes from the tool's default toggle rates.
